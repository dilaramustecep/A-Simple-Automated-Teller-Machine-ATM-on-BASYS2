===== flow/config.mk =====
export PLATFORM = sky130hd
export DESIGN_NAME = atm_code
export DESIGN_NICKNAME = atm_code
export VERILOG_FILES = /design/flow/design.v
export SDC_FILE = /design/flow/constraint.sdc
export NUM_CORES = 4
export LEC_CHECK = 1
export CORE_UTILIZATION = 30

===== flow/constraint.sdc =====
current_design atm_code

set clk_period 6.3
set clk_io_pct 0.2

create_clock -name clk0 -period $clk_period [get_ports {clk}]

set non_clock_inputs [all_inputs -no_clocks]
set_input_delay [expr $clk_period * $clk_io_pct] -clock clk0 $non_clock_inputs
set_output_delay [expr $clk_period * $clk_io_pct] -clock clk0 [all_outputs]

===== flow/design.v =====
`timescale 1ns / 1ps
 module atm_code(input clk, input rst, input BTN3, BTN2, BTN1,input [3:0] SW,  
                     output reg [7:0] LED, output reg [6:0] digit4, digit3, digit2, digit1); 
	 reg [3:0] password;
    reg [15:0] balance;	
	 reg [3:0] current_state; 
	 reg [3:0] next_state;	
	 reg [31:0] counter=32'd0; 
	 parameter [3:0] IDLE= 4'b0000;
	 parameter [3:0] PASS_ENT_3= 4'b0001;
	 parameter [3:0] PASS_ENT_2= 4'b0010;
	 parameter [3:0] PASS_ENT_1= 4'b0011;
	 parameter [3:0] LOCK = 4'b0100;
    parameter [3:0] ATM_MENU= 4'b0101;
	 parameter [3:0] MONEY= 4'b0110;
	 parameter [3:0] WARNING= 4'b0111;
	 parameter [3:0] PASS_CHG_3= 4'b1000;
	 parameter [3:0] PASS_CHG_2= 4'b1001;
	 parameter [3:0] PASS_CHG_1= 4'b1010;
	 parameter [3:0] PASS_NEW= 4'b1011;
	 always@ (posedge clk or posedge rst)
	 begin
		if(rst==1)
		begin
			current_state<=IDLE;
		end
		else
			current_state<=next_state; 
	 end
	always @ (*)
	begin
				case(current_state)
					IDLE:
					begin
						if(BTN3==1) next_state=PASS_ENT_3;
						else next_state=IDLE;
					end
					PASS_ENT_3:
					begin
						if (BTN3==1) 
						begin
							if(password==SW) next_state=ATM_MENU;	
							else next_state=PASS_ENT_2;
						end
						else if (BTN1==1) next_state=IDLE;
						else next_state=PASS_ENT_3;
					end
					PASS_ENT_2:
					begin
						if (BTN1==1) next_state=IDLE; 
						else if (BTN1==0 && BTN3==1)
						begin
							if (SW==password) next_state=ATM_MENU;
							else next_state=PASS_ENT_1;
						end
						else next_state=PASS_ENT_2;
					end
					PASS_ENT_1:
					begin
						if(BTN1==1) next_state=IDLE;  
						else if (BTN3==1)
						begin
							if (password==SW) next_state=ATM_MENU;
							else next_state=LOCK;	
						end
						else next_state=PASS_ENT_1;
					end
					LOCK:
					begin
						if(counter==32'd100) next_state=IDLE;
						else next_state=LOCK;
					end
					ATM_MENU:
					begin
						if(BTN1==1) next_state=IDLE;
						else if (BTN3==1) next_state=MONEY;
						else if (BTN2==1) next_state=PASS_CHG_3;
						else next_state=ATM_MENU;
					end
					MONEY:
					begin
						if (BTN1==1) next_state=ATM_MENU;
						else if(BTN2==1)
						begin	
							if (balance>SW) next_state=MONEY;		
							else next_state=WARNING;				
						end
						else if (BTN3==1) next_state=MONEY;
						else next_state=MONEY;
					end
					WARNING:
					begin
						if(counter==32'd50) next_state=MONEY;
						else next_state=WARNING;
					end
					PASS_CHG_3:
					begin
						if (BTN1==1) next_state=ATM_MENU;
						else if (BTN3==1)
						begin
							if (password==SW) next_state=PASS_NEW;
							else next_state=PASS_CHG_2;						
						end
						else next_state=PASS_CHG_3;
					end
					PASS_CHG_2:
					begin
						if(BTN1==1) next_state=ATM_MENU;
						else if(BTN3==1)
						begin
							if(password==SW) next_state=PASS_NEW;
							else next_state=PASS_CHG_1;
						end
						else next_state=PASS_CHG_2;
					end
					PASS_CHG_1:
					begin
						if (BTN1==1) next_state=ATM_MENU;
						else if (BTN3==1)
						begin
							if (password==SW) next_state=PASS_NEW;
							else next_state=LOCK;
						end	
						else next_state=PASS_CHG_1;						
					end
					PASS_NEW:
					begin
						if (BTN3==1) next_state=ATM_MENU;
						else next_state=PASS_NEW;
					end
				endcase
	end
	always @ (posedge clk or posedge rst)
	begin
				if (rst) counter<=0;
				else
				begin
					case (current_state)
						LOCK:
						begin
							if(counter==32'd100) counter<=32'd0;
							else counter<=counter+1;
						end
						WARNING:
						begin
							if(counter==32'd50) counter<=32'd0;
							else counter<=counter+1;
						end
					endcase
				end
	end 	
	always @ (posedge clk or posedge rst)
	begin
			if(rst==1) 
			begin 
				balance<=16'b0000000000000000;  
				password<=4'b0000; 
				LED<=8'b10101010;
			end
			else
			begin
				case(current_state)
					IDLE: 
					begin
						LED <= 8'b00000001; 
						digit4<=7'b0110001;  
						digit3<=7'b0001000;  
						digit2<=7'b1111010;  
						digit1<=7'b1000010;  
					end
					PASS_ENT_3:
					begin
						LED <= 8'b10000000; 
						digit4<=7'b0011000;  
						digit3<=7'b0110000;  
						digit2<=7'b1111110;  
						digit1<=7'b0000110;  
					end
					PASS_ENT_2: 
					begin
						LED <= 8'b11000000;
						digit4<=7'b0011000;  
						digit3<=7'b0110000;  
						digit2<=7'b1111110;  
						digit1<=7'b0010010;  
					end
					PASS_ENT_1: 
					begin
						LED <= 8'b11100000;
						digit4<=7'b0011000;  
						digit3<=7'b0110000;  
						digit2<=7'b1111110;  
						digit1<=7'b1001111;  
					end
					LOCK:
					begin
						LED <= 8'b11111111; 
						digit4<=7'b0111000;  
						digit3<=7'b0001000;  
						digit2<=7'b1111001;  
						digit1<=7'b1110001;  
					end
					ATM_MENU: 
					begin
						LED <= 8'b00010000; 
						digit4<=7'b0000001;  
						digit3<=7'b0011000;  
						digit2<=7'b0110000;  
						digit1<=7'b1101010;  
					end
					MONEY: 
					begin
						if (BTN3==1) balance<=balance+SW; 
						else if (BTN2==1) 
						begin
							if(balance> SW) balance<=balance-SW;  
							else if (balance==SW) balance<=balance-SW;
							else balance<=balance;
						end
						LED <= 8'b00001000; 
						if (balance[15:12]==4'b0000) digit4<=7'b0000001;  
						else if (balance[15:12]==4'b0001) digit4<=7'b1001111;  
						else if (balance[15:12]==4'b0010) digit4<=7'b0010010;  
						else if (balance[15:12]==4'b0011) digit4<=7'b0000110;  
						else if (balance[15:12]==4'b0100) digit4<=7'b1001100;  
						else if (balance[15:12]==4'b0101) digit4<=7'b0100100;  
						else if (balance[15:12]==4'b0110) digit4<=7'b0100000;  
						else if (balance[15:12]==4'b0111) digit4<=7'b0001101;  
						else if (balance[15:12]==4'b1000) digit4<=7'b0000000;  
						else if (balance[15:12]==4'b1001) digit4<=7'b0000100;  
						else if (balance[15:12]==4'b1010) digit4<=7'b0001000;  
						else if (balance[15:12]==4'b1011) digit4<=7'b1100000;  
						else if (balance[15:12]==4'b1100) digit4<=7'b0110001;  
						else if (balance[15:12]==4'b1101) digit4<=7'b1000010;  
						else if (balance[15:12]==4'b1110) digit4<=7'b0110000;  
						else if (balance[15:12]==4'b1111) digit4<=7'b0111000;  
						if (balance[11:8]==4'b0000) digit3<=7'b0000001;  
						else if (balance[11:8]==4'b0001) digit3<=7'b1001111;  
						else if (balance[11:8]==4'b0010) digit3<=7'b0010010;  
						else if (balance[11:8]==4'b0011) digit3<=7'b0000110;  
						else if (balance[11:8]==4'b0100) digit3<=7'b1001100;  
						else if (balance[11:8]==4'b0101) digit3<=7'b0100100;  
						else if (balance[11:8]==4'b0110) digit3<=7'b0100000;  
						else if (balance[11:8]==4'b0111) digit3<=7'b0001101;  
						else if (balance[11:8]==4'b1000) digit3<=7'b0000000;  
						else if (balance[11:8]==4'b1001) digit3<=7'b0000100;  
						else if (balance[11:8]==4'b1010) digit3<=7'b0001000;  
						else if (balance[11:8]==4'b1011) digit3<=7'b1100000;  
						else if (balance[11:8]==4'b1100) digit3<=7'b0110001;  
						else if (balance[11:8]==4'b1101) digit3<=7'b1000010;  
						else if (balance[11:8]==4'b1110) digit3<=7'b0110000;  
						else if (balance[11:8]==4'b1111) digit3<=7'b0111000;  
						if (balance[7:4]==4'b0000) digit2<=7'b0000001;  
						else if (balance[7:4]==4'b0001) digit2<=7'b1001111;  
						else if (balance[7:4]==4'b0010) digit2<=7'b0010010;  
						else if (balance[7:4]==4'b0011) digit2<=7'b0000110;  
						else if (balance[7:4]==4'b0100) digit2<=7'b1001100;  
						else if (balance[7:4]==4'b0101) digit2<=7'b0100100;  
						else if (balance[7:4]==4'b0110) digit2<=7'b0100000;  
						else if (balance[7:4]==4'b0111) digit2<=7'b0001101;  
						else if (balance[7:4]==4'b1000) digit2<=7'b0000000;  
						else if (balance[7:4]==4'b1001) digit2<=7'b0000100;  
						else if (balance[7:4]==4'b1010) digit2<=7'b0001000;  
						else if (balance[7:4]==4'b1011) digit2<=7'b1100000;  
						else if (balance[7:4]==4'b1100) digit2<=7'b0110001;  
						else if (balance[7:4]==4'b1101) digit2<=7'b1000010;  
						else if (balance[7:4]==4'b1110) digit2<=7'b0110000;  
						else if (balance[7:4]==4'b1111) digit2<=7'b0111000;  
						if (balance[3:0]==4'b0000) digit1<=7'b0000001;  
						else if (balance[3:0]==4'b0001) digit1<=7'b1001111;  
						else if (balance[3:0]==4'b0010) digit1<=7'b0010010;  
						else if (balance[3:0]==4'b0011) digit1<=7'b0000110;  
						else if (balance[3:0]==4'b0100) digit1<=7'b1001100;  
						else if (balance[3:0]==4'b0101) digit1<=7'b0100100;  
						else if (balance[3:0]==4'b0110) digit1<=7'b0100000;  
						else if (balance[3:0]==4'b0111) digit1<=7'b0001101;  
						else if (balance[3:0]==4'b1000) digit1<=7'b0000000;  
						else if (balance[3:0]==4'b1001) digit1<=7'b0000100;  
						else if (balance[3:0]==4'b1010) digit1<=7'b0001000;  
						else if (balance[3:0]==4'b1011) digit1<=7'b1100000;  
						else if (balance[3:0]==4'b1100) digit1<=7'b0110001;  
						else if (balance[3:0]==4'b1101) digit1<=7'b1000010;  
						else if (balance[3:0]==4'b1110) digit1<=7'b0110000;  
						else if (balance[3:0]==4'b1111) digit1<=7'b0111000;  
					end
					WARNING:
					begin
						LED <= 8'b11111111; 
						digit4<=7'b1111110;  
						digit3<=7'b1101010;  
						digit2<=7'b0001000;  
						digit1<=7'b1111110;  
					end
					PASS_CHG_3:
					begin
						LED <= 8'b00000100;
						digit4<=7'b0011000;  
						digit3<=7'b0110001;  
						digit2<=7'b1111110;  
						digit1<=7'b0000110;  
					end
					PASS_CHG_2:
					begin
						LED <= 8'b00000110; 
						digit4<=7'b0011000;  
						digit3<=7'b0110001;  
						digit2<=7'b1111110;  
						digit1<=7'b0010010;  
					end
					PASS_CHG_1: 
					begin
						LED <= 8'b00000111; 
						digit4<=7'b0011000;  
						digit3<=7'b0110001;  
						digit2<=7'b1111110;  
						digit1<=7'b1001111;  
					end
					PASS_NEW: 
					begin
					if(BTN3==1)password<=SW;
					LED <= 8'b00000010; 
					digit4<=7'b0011000;  
					digit3<=7'b0001000;  
					digit2<=7'b0100100;  
					digit1<=7'b0100100;  
					end				
				endcase
			end
	end
endmodule

===== flow/run.sh =====
#!/bin/bash
# OpenROAD 26Q1-2900-gdf79404cd8, Yosys 0.63+post, stock flow scripts
make -C /OpenROAD-flow-scripts/flow DESIGN_CONFIG=/design/flow/config.mk WORK_HOME=/design/flow/orfs finish

==> run summary <==
Cycle use final -> 0.6076
Clk buf depth -> 2
Clock Tree Root -> clkbuf_16
Placed Area -> 6705 sq um
H-tree Lvls -> 3
Cell Area, Synth -> 6052 sq um
Fmax -> 261.3 MHz
Setup crit end kind -> register
Arrival time at the worst endpoint -> 4.11 ns
Vias per Instance -> 5.181
Critical path launch point type -> primary input
PostCTS Resize Cnt -> 0
Filler cell count -> 1,971
DRT iter0 DRCs -> 409
Hold Crit Start -> counter[31]
Vias -> 5,134
Die y size -> 144.0 um
Area delta synth->final -> 15.20%
Met1 Track Usage GR -> 0.2459
Number of warnings in the stage logs -> 37
Type of the most critical hold path -> reg -> reg
Core Region -> 19,590 sq um
Worst Skew -> 0.007189 ns
Post-synth ARST share -> 0.6667
Synth cell types -> 68
Finished Layout Cells -> 991
Final setup TNS -> 0 ns
Site Rows -> 51
DR DRC count -> 0
Max-Cap Viols -> 0
Register pins left without a clock -> 4
Number of enable flip-flop cells -> 28
I/O pin cnt -> 45
FF+latch area -> 2507 sq um
Initial antenna violation count -> 0
Max FO, Critical Path -> 11
Status -> finished, final reports clean
Req. time, crit path -> 6.58 ns
Worst Setup Path Type -> in -> reg
Yosys stat cell total -> 704
Syn. warnings -> 1
Cell count after synthesis -> 704
Late-Pin Clk Latency -> 0.35 ns
Reg-to-reg startpoint -> balance[0]
Hold slack final -> 0.4779 ns
Layout cell share with drive strength beyond 1 -> 0.05785
I/O Buffers -> 44
Final instance area -> 6972 sq um
VDD IR max -> 0.00008798 V
Max-slew violations -> 0
Final min period -> 3.828 ns
Total CTS buffers -> 9
ANT cells -> 0
Comb area -> 3253 sq um
Final hold viol count -> 0
Post-CTS Setup Inserts -> 0
Wire length per cell -> 15.11 um
Yosys stat area -> 6052 sq um
GRT Util Overall -> 0.1543
GRT busiest layer -> met1
Routability-driven placement congestion ratio -> 0.9321
Endpoints failing setup -> 0
Number of unconstrained endpoints -> 8
Ys flop type -> dfrtp_1
Worst Setup SP -> SW[0]
Global-route wire length before repair -> 24,880 um
CTS tree -> yes
Post-CTS Hold Fix Bufs -> 0
Vias in the first global route -> 4,725
Placed Instances -> 975
Pin count of the biggest net entering global routing -> 54
FP Core Util -> 0.3089
Met3 Use GR -> 0.02057
Power Density -> 187.4 nW/um^2
Ys flops -> 96
Met2 GRT Util -> 0.2268
Syn_area_per_cell -> 8.597 sq um
RSZ-0062 raised after global routing -> no
Worst slew pin tran -> 0.8286 ns
Slew margin rel. -> 0.4429
Die width -> 144.0 um
Global route total overflow -> 0
Initial DRT Pass Iterations -> 5
Routed wire length -> 14,970 um
Worst-path clk slew -> 0.07 ns
Post-route ant nets -> 0
Final Total Pwr -> 1.307 mW
LEAKAGE -> 2.724 nW
Die area -> 20,750 sq um
Dpl hpwl -> 10,580 um
[placed cells by master, fill, tap and decap left out, types with 8 or more instances in the layout]
master           instances
a21oi_1                 43
a31oi_1                  8
and3_1                   9
buf_4                    9
clkbuf_16                9
clkdlybuf4s50_1         44
dfrtp_1                 60
edfxtp_1                28
ha_1                    18
inv_1                   27
nand2_1                 68
nand2b_1                15
nand3_1                 27
nand4_1                 14
nor2_1                  74
nor3_1                  24
nor4_1                  15
o21ai_0                 54
o31ai_1                 10
or3_1                    8
xnor2_1                 33
xor2_1                  18
[synth_stat cells (all sizes together), types with 3 or more instances]
master   n  area, sq um
nor2b    5        31.28
a211oi   3        22.52
ha      18        225.2
nor3    26        146.4
nor3b    5        37.54
or2      4        25.02
a311o    3        30.03
a21boi   4        30.03
o22ai    7        43.79
o31a     3        26.28
o211ai   3        22.52
o221ai   5        43.79
inv     28        105.1
nor2    74        277.8
nand4   14        87.58
and3     9        56.30
nand3   28        145.1
edfxtp  28        840.8
a311oi   3        32.53
or3      9        61.31
clkbuf  37        138.9
nand2   69        261.5
o21ai   55        275.3
buf     10        47.54
nor4    15        93.84
dlxtn    4        60.06
dfrtp   60         1501
xnor2   33        289.0
a21oi   43        215.2
dfstp    4        105.1
nand2b  15        93.84
a21o     5        37.54
nand3b   3        22.52
o31ai   10        75.07
xor2    18        157.7
o21a     4        30.03
a31oi    8        50.05
[registers in the layout (all words and copies together), names as in the netlist]
signal	flops
digit4	7
digit1	7
current_state	4
balance	16
digit2	7
next_state	4
password	4
digit3	7
counter	32
LED	8
[where the power goes]
group          internal [mW]  switching [mW]  leakage, nW
combinational         0.0624          0.0837         1.45
sequential             0.627          0.0325         1.13
clock                  0.265           0.236        0.137
total                  0.954           0.352         2.72
[worst max-delay path, stage by stage]
cell             delay [ns]
clkdlybuf4s50_1        0.49
ha_1                   0.27
fa_1                   0.39
nand3b_1               0.19
nand3_1                0.21
nor2_1                 0.12
a311oi_2               0.51
buf_4                  0.28
a21boi_0               0.24
xor2_1                 0.16
[final timing paths]
kind | end | slack (ns) | cells after the start
worst max-delay path | balance[7] | 2.47 | 10
worst min-delay path | counter[31] | 0.48 | 1
worst max register to register | balance[7] | 3.17 | 10
worst min register to register | counter[31] | 0.48 | 1
max in group asynchronous | password[0] | 4.01 | 3
min in group asynchronous | balance[7] | 1.30 | 2
[layer usage]
| layer | share of wire | vias up |
|---|---|---|
| met1 | 0.49 | 2386 |
| li1 | - | 2555 |
| met3 | 0.061 | 16 |
| met2 | 0.43 | 177 |
| met5 | 0 | - |
| met4 | 0.022 | 0 |
[metrics by stage]
stage	utilization	worst slack (ns)
after global placement	0.3423	2.168
after floorplan	-	2.992
final	0.3559	2.472
after detailed placement	0.3423	2.116
after CTS	0.3559	2.478
after global routing	0.3559	2.229
[area by class of cell]
class / count / area share
clock inverter: 7 / 0.005922
inverter: 28 / 0.01508
sequential: 96 / 0.3597
multi-input combinational: 533 / 0.4666
tap: 265 / 0.04756
clock buffer: 9 / 0.03230
timing repair buffer: 53 / 0.07286
[cell families after synthesis]
kind of cell / Yosys count / share of synthesized area
XOR/XNOR: 51 / 0.07381
buffers and inverters: 75 / 0.04817
AND-OR/OR-AND: 173 / 0.1797
latches: 4 / 0.009924
multiplexers: 4 / 0.007029
adder cells (fa/ha/maj): 20 / 0.04383
AND/OR/NAND/NOR: 285 / 0.2332
flip-flops: 92 / 0.4044
Power and IR drop assume default switching activity.
