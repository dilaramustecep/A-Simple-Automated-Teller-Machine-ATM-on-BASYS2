### design/flow/run.sh
#!/bin/bash
# OpenROAD 26Q1-2900-gdf79404cd8, Yosys 0.63+post, stock flow scripts
make -C /OpenROAD-flow-scripts/flow DESIGN_CONFIG=/design/flow/config.mk WORK_HOME=/design/flow/orfs finish
### design/flow/design.v
`timescale 1ns / 1ps
module ssd(clk,reset,a0,a1,a2,a3,
                     b0,b1,b2,b3,
					 c0,c1,c2,c3,
					 d0,d1,d2,d3,
					 e0,e1,e2,e3,
                     f0,f1,f2,f3,
					 g0,g1,g2,g3,
					 a,b,c,d,e,f,g,
					 an0,an1,an2,an3
          );
input clk, reset; 
input a0,a1,a2,a3,b0,b1,b2,b3,c0,c1,c2,c3,d0,d1,d2,d3,e0,e1,e2,e3,f0,f1,f2,f3,g0,g1,g2,g3; 
output reg a,b,c,d,e,f,g,an0,an1,an2,an3; 
reg [2:0] state; 
reg [14:0] counter; 
always @ (posedge clk) begin  
	if(reset) begin	 
		state <= 0;		 
		counter <= 0;
	end 
	else begin  
		if(counter == 15'h61A8) begin	  
			if (state == 3'b100)  
				state <= 1;
			else 						 
				state <= state + 1;
			counter <= 0;		 
		end
		else
			counter <= counter + 1;  
	end
end
always@(posedge clk)
begin
	if(reset) 
	begin
		an0 <= 1;
		an1 <= 1;
		an2 <= 1;
		an3 <= 1;
		a <= 1;
		b <= 1;
		c <= 1;
		d <= 1;
		e <= 1;
		f <= 1;
		g <= 1;
	end
	else if(state == 3'b001)  
	begin
		an0 <= 1;
		an1 <= 1;
		an2 <= 1;
		an3 <= 0;
		a <= a0;
		b <= b0;
		c <= c0;
		d <= d0;
		e <= e0;
		f <= f0;
		g <= g0;
	end
	else if(state == 3'b010)  
	begin
		an0 <= 0;
		an1 <= 1;
		an2 <= 1;
		an3 <= 1;
		a <= a1;
		b <= b1;
		c <= c1;
		d <= d1;
		e <= e1;
		f <= f1;
		g <= g1;
	end
	else if(state == 3'b011)  
	begin
		an0 <= 1;
		an1 <= 0;
		an2 <= 1;
		an3 <= 1;
		a <= a2;
		b <= b2;
		c <= c2;
		d <= d2;
		e <= e2;
		f <= f2;
		g <= g2;
	end
	else if(state == 3'b100)	 
	begin
		an0 <= 1;
		an1 <= 1;
		an2 <= 0;
		an3 <= 1;
		a <= a3;
		b <= b3;
		c <= c3;
		d <= d3;
		e <= e3;
		f <= f3;
		g <= g3;
	end
	else  
	begin
		an0 <= 1;
		an1 <= 1;
		an2 <= 1;
		an3 <= 1;
		a <= 1;
		b <= 1;
		c <= 1;
		d <= 1;
		e <= 1;
		f <= 1;
		g <= 1;
	end
end
endmodule
### design/flow/constraint.sdc
current_design ssd

set clk_period 3.7
set clk_io_pct 0.2

create_clock -name clk0 -period $clk_period [get_ports {clk}]

set non_clock_inputs [all_inputs -no_clocks]
set_input_delay [expr $clk_period * $clk_io_pct] -clock clk0 $non_clock_inputs
set_output_delay [expr $clk_period * $clk_io_pct] -clock clk0 [all_outputs]
### design/flow/config.mk
export PLATFORM = sky130hd
export DESIGN_NAME = ssd
export DESIGN_NICKNAME = ssd
export VERILOG_FILES = /design/flow/design.v
export SDC_FILE = /design/flow/constraint.sdc
export NUM_CORES = 4
export LEC_CHECK = 1
export CORE_AREA = 10 10 93 93
export DIE_AREA = 0 0 103 103
==> impl_metrics.env <==
# yosys + openroad results
export IMPL_fp_row_count=30
export IMPL_htreeDepth=2
export IMPL_drive_above_1_share_pct=10.1
export IMPL_crit_path_start_kind="flip-flop"
export IMPL_crit_chain="or4_1 > or4_1 > nand2b_2 > nor2_1"
export IMPL_grt_pass1_wl_um=5430
export IMPL_viasPerCell=4.24
export IMPL_core_area_um2=6760
export IMPL_synthMostInstantiatedCell="dfxtp_1"
export IMPL_post_route_util_pct=28.6
export IMPL_synth_edff_count=0
export IMPL_dp_cells=271
export IMPL_numCtsBuffers=5
export IMPL_hold_violations=0
export IMPL_drv_slew=0
export IMPL_cts_max_path_buffers=2
export IMPL_place_area_um2=1830
export IMPL_max_freq_mhz=493
export IMPL_place_gp_congestion=0.774
export IMPL_crit_slowest_cell="or4_1"
export IMPL_async_flop_share_pct=0
export IMPL_holdBufCountCts=0
export IMPL_yosysTopAreaCell="dfxtp_1"
export IMPL_hold_ws_ns=0.466
export IMPL_io_pins=41
export IMPL_grt_overflow=0
export IMPL_grt_max_degree=16
export IMPL_dieHeight_um=103
export IMPL_fin_crit_sh_pct=54.8
export IMPL_path_class="flip-flop to flip-flop"
export IMPL_stdcell_count=279
export IMPL_drt_wl_total_um=3340
export IMPL_clock_latency_ns=0.28
export IMPL_reg_top3="counter (15), state (3)"
export IMPL_warning_count=29
export IMPL_crit_arrival_ns=2.18
export IMPL_wl_per_cell_um=12.0
export IMPL_drt_iter0_markers=76
export IMPL_root_buffer="clkbuf_8"
export IMPL_vdd_drop_max_mv=0.115
export IMPL_top_register="counter"
export IMPL_portBuffers=40
export IMPL_antenna_found_initial=0
export IMPL_largest_register_ffs=15
export IMPL_tightest_slew_ns=0.631
export IMPL_power_mw=0.645
export IMPL_power_density_nw_per_um2=334
export IMPL_cts_tree="yes"
export IMPL_chipArea_um2=10600
export IMPL_cp_required_ns=3.85
export IMPL_die_w_um=103
export IMPL_drtAntennaViolNets=0
export IMPL_cp_end_kind="flip-flop"
export IMPL_synthFlopType="dfxtp_1"
export IMPL_top_area_share_pct=42.7
export IMPL_yosys_warnings=1
export IMPL_path_clk_slew_ns=0.06
export IMPL_cpPeakStageDelay_ns=0.67
export IMPL_cpMostUsedCell="or4_1"
export IMPL_grt_total_usage_pct=6.32
export IMPL_grt_pass1_vias=1172
export IMPL_ys_seq_elements=29
export IMPL_ys_seq_share_pct=42.7
export IMPL_initial_core_util_pct=20.1
export IMPL_cts_resized_gates=0
export IMPL_areaGrowthSynthToFinish_pct=42.0
export IMPL_area_leaders="dfxtp_1 43%, nor2_1 6.9%, ha_1 6.4%, xnor2_1 6.4%, or2_2 4.6%"
export IMPL_cts_setup_buffers=0
export IMPL_max_slew_margin_pct=57.8
export IMPL_fin_area_um2=1930
export IMPL_ys_cells=158
export IMPL_r2r_setup_slack_ns=1.67
export IMPL_fin_crit_ns=2.03
export IMPL_drc=0
export IMPL_syn_area_per_cell_um2=8.61
export IMPL_fin_tns_setup_ns=0
export IMPL_diodes=0
export IMPL_rsz0062_at_grt="no"
export IMPL_status="finished, final reports clean"
export IMPL_syn_area_um2=1360
export IMPL_pre_cts_ws_ns=1.59
export IMPL_post_dp_hpwl_um=2470
export IMPL_maxCapViolCount=0
export IMPL_setup_slack_ns=1.67
export IMPL_ys_area_um2=1360
export IMPL_setup_viol=0
export IMPL_syn_instance_count=158
export IMPL_num_vias=1184
export IMPL_dr_pass1_iters=4
export IMPL_finClkSkew_ns=0.00497
export IMPL_common_cells="29 x dfxtp_1, 25 x nor2_1, 14 x nand2_1"
export IMPL_clock_sinks=29
export IMPL_cp_max_fo=15
export IMPL_power_leakage_nw=0.653
export IMPL_hold_path_class="flip-flop to flip-flop"
export IMPL_yosysUniqueCellTypes=30
-- layout by cell type (no fill, tap or decap), types with 4 or more instances in the layout --
cell type and instances:
a31oi_1 7, nor3_1 4, dfxtp_1 29, or2_2 10
nand3_1 5, clkbuf_8 7, clkdlybuf4s50_1 40, o221ai_1 7
nor2_1 25, xnor2_1 10, ha_1 7, inv_1 9
nand2_1 14
-- critical path, delay by kind of cell, from the launching register on --
family	cells	cell delay, ns
DFF	1	0.35
and+or+nand+nor	4	1.56
-- power by group --
| group | switching [mW] | leakage [nW] | internal [mW] |
|---|---|---|---|
| Sequential | 0.00275 | 0.235 | 0.315 |
| Combinational | 0.0129 | 0.364 | 0.0308 |
| Clock | 0.116 | 0.0542 | 0.168 |
-- routing by layer --
metal | GRT usage (%) | share of wire, % | up-vias
li1 | - | - | 622
met1 | 8.00 | 45 | 537
met3 | 2.51 | 8.7 | 2
met4 | 1.28 | 0.69 | 0
met2 | 10.0 | 45 | 23
met5 | 0 | 0 | -
-- kinds of logic (layout without fill, tap and decap cells) --
family                   Yosys count  after routing  share of synthesized area, %
buffers and inverters             16             57                          4.78
multiplexers                       1              1                         0.736
flip-flops                        29             29                          42.7
XOR/XNOR                          12             12                          7.73
adder cells (fa/ha/maj)            7              7                          6.44
AND-OR/OR-AND                     21             21                          11.4
AND/OR/NAND/NOR                   72             72                          26.2
-- final timing paths --
path	endpoint	depth (start not counted)	startpoint
worst min-delay path	counter[0]	1	counter[0]
worst max-delay path	counter[4]	4	counter[2]
worst min register to register	counter[0]	1	counter[0]
worst max register to register	counter[4]	4	counter[2]
-- cell type report --
| class | count | area, µm² |
|---|---|---|
| fill | 694 | 4830 |
| multi-input combinational | 113 | 714 |
| sequential | 29 | 581 |
| timing repair buffer | 40 | 400 |
| tap | 80 | 100 |
| clock buffer | 7 | 96.3 |
| inverter | 9 | 33.8 |
| clock inverter | 1 | 5.00 |
Power is estimated from default activity; no workload was simulated.
